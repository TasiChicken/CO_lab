<file path="/design/flow/config.mk">
export PLATFORM = sky130hd
export DESIGN_NAME = ALU
export DESIGN_NICKNAME = ALU
export VERILOG_FILES = /design/flow/design.v
export SDC_FILE = /design/flow/constraint.sdc
export NUM_CORES = 4
export LEC_CHECK = 1
export CORE_UTILIZATION = 50
</file>
<file path="/design/flow/design.v">
`timescale 1ns/1ps
`timescale 1ns/1ps
`timescale 1ns/1ps
module MUX_2to1(
	input      src1,
	input      src2,
	input	   select,
	output reg result
	);
	always @(*) begin
		result <= (select == 1'b0) ? src1 : src2;
	end
endmodule
`timescale 1ns/1ps
module MUX_4to1(
	input			src1,
	input			src2,
	input			src3,
	input			src4,
	input   [2-1:0] select,
	output reg 		result
	);
	always @(*) begin
		result <= (select == 2'b00) ? src1 : 
				  (select == 2'b01) ? src2 : 
				  (select == 2'b10) ? src3 : 
									  src4;	
	end
endmodule
module ALU_1bit(
	input				src1,        
	input				src2,        
	input				less,        
	input 				Ainvert,     
	input				Binvert,     
	input 				cin,         
	input 	    [2-1:0] operation,   
	output          	result,      
	output reg         	cout         
	);
	wire a, b;
	MUX_2to1 mux_a (
		.src1(src1),
		.src2(~src1),
		.select(Ainvert),
		.result(a)
	);
	MUX_2to1 mux_b (
		.src1(src2),
		.src2(~src2),
		.select(Binvert),
		.result(b)
	);
	always @(*) begin
		cout <= (a & b) | (b & cin) | (cin & a);
	end
	MUX_4to1 mux_res (
		.src1(a & b),
		.src2(a | b),
		.src3(a ^ b ^ cin),
		.src4(less),
		.select(operation),
		.result(result)
	);
endmodule
module ALU(
	input                   rst_n,          
	input	     [32-1:0]	src1,           
	input	     [32-1:0]	src2,           
	input 	     [ 4-1:0] 	ALU_control,    
	output       [32-1:0]	result,         
	output reg              zero,           
	output reg              cout,           
	output reg              overflow        
	);
	wire [31:0] internal_cout;
	always @(*) begin
		if (!rst_n) 
			cout <= 0;
		else if (ALU_control[1:0] != 2'b10)
			cout <= 0;
		else
			cout <= internal_cout[31];
	end
	always @(*) begin
		if (!rst_n) 
			overflow <= 0;
		else if (ALU_control[1:0] != 2'b10)
			overflow <= 0;
		else
			overflow <= internal_cout[30] ^ internal_cout[31];
	end
	always @(*) begin
		if (!rst_n) 
			zero <= 0;
		else
			zero <= ~|result;
	end
	genvar i;
	generate
		for(i = 0; i < 32; i = i + 1) begin : ALU_block
			if (i == 0) begin
				ALU_1bit alu (
					.src1(src1[i]),
					.src2(src2[i]),
					.less(src1[31] ^ ~src2[31] ^ internal_cout[31]),
					.Ainvert(ALU_control[3]),
					.Binvert(ALU_control[2]),
					.cin(ALU_control[2]),
					.operation(ALU_control[1:0]),
					.result(result[i]),
					.cout(internal_cout[i]) 
				);
			end
			else begin
				ALU_1bit alu (
					.src1(src1[i]),
					.src2(src2[i]),
					.less(1'b0),
					.Ainvert(ALU_control[3]),
					.Binvert(ALU_control[2]),
					.cin(internal_cout[i - 1]),
					.operation(ALU_control[1:0]),
					.result(result[i]),
					.cout(internal_cout[i]) 
				);
			end
		end
	endgenerate
endmodule
</file>
<file path="/design/flow/run.sh">
#!/bin/bash
# OpenROAD 26Q1-2900-gdf79404cd8, Yosys 0.63+post, stock flow scripts
make -C /OpenROAD-flow-scripts/flow DESIGN_CONFIG=/design/flow/config.mk WORK_HOME=/design/flow/orfs finish
</file>
<file path="/design/flow/constraint.sdc">
current_design ALU

set clk_period 11.7
set clk_io_pct 0.2

create_clock -name clk0 -period $clk_period

set non_clock_inputs [all_inputs -no_clocks]
set_input_delay [expr $clk_period * $clk_io_pct] -clock clk0 $non_clock_inputs
set_output_delay [expr $clk_period * $clk_io_pct] -clock clk0 [all_outputs]
</file>
==> run summary <==
Status on the layout run. The flow ran to the end, but the final reports show violations. The final reports fail on negative setup slack. Met2 track demand over resource in global routing landed at 38.08%. Compared with the post-synthesis result, the final layout area differs by 43.73%.

The worst setup path is of the in -> out kind. Antenna diode count landed at 0. Number of hold buffers added after CTS landed at 0.

Sequential-to-total area share from yosys stat landed at 0%. The synthesized netlist handed to floorplanning was reported with a cell count of 365. Total power normalized to cell area comes to 61.65 nW/um^2.

The initial antenna violation count came to 0. Routing resource usage on met3 recorded by global route was 1.615%. Filler cell count landed at 455.

Reported leakage power landed at 2.377 nW. Summed over all failing endpoints, the final setup total negative slack is -54.54 ns. Endpoint required time on the critical path landed at 9.36 ns.

Final weighted congestion of routability-driven global placement landed at 0.8448. Per STA, the highest per-stage delay on the worst path measures 0.48 ns. Summed instance area of the synthesized netlist landed at 3282 um^2. Detailed-route via count landed at 2,687.

The OpenROAD report gives the critical path a data arrival time of 14.50 ns. The share of total power dissipated in the clock network is 0%. Static timing analysis puts the maximum clock frequency at 59.37 MHz. Counting distinct cell types in the post-synthesis netlist gives 23. The routed layout reports a DRC error count of 0. The main area contributors are sky130_fd_sc_hd__ha_1 24%, sky130_fd_sc_hd__fa_1 19%, sky130_fd_sc_hd__xor2_1 9.6%. Violation count after the first detailed-routing iteration landed at 51. Number of logged tool warnings landed at 99. Minimum clock period landed at 16.84 ns. The final timing report lists a hold violation count of 0. The critical path's slowest stage uses the library cell sky130_fd_sc_hd__mux4_2. Max-slew violation total from the final report landed at 0.

Wire length of the first global-routing pass landed at 12,120 um. Net switching is 43.07% of the power. Per STA, the library cell used most along the worst path is sky130_fd_sc_hd__fa_2. Pin count of the biggest net entering global routing landed at 35. The floorplan has 29 rows. For this run, the number of standard cells in the final layout without fillers is 564. Ratio of final minimum period to clock period landed at 144.0%. 104 I/O pins were placed. Detailed-route wire length per cell landed at 12.55 um. At the pin with the least slew margin, the transition time is 0.8481 ns. Layout sequential cell count landed at 0.

Prior to clock tree synthesis, the placed netlist has a worst setup slack of -5.669 ns. Internal power comes to 0.0001656 W. The vertical die dimension reported for this design is 83.02 um. The die covers 6891 um^2. The first detailed-routing pass ran for 6 iterations. The last timing report of the flow puts the setup violation total at 18. Number of clock-tree buffers in the layout landed at 0.

Number of antenna-violating nets in the routed design landed at 0. STA classifies the critical path endpoint as a primary output. Worst slew margin relative to its limit landed at 43.46%. The global routing report lists combined usage of all routing layers as 21.72%. The type recorded for the worst min-delay path is in -> out. For this design the total switching power over the nets is 0.0001252 W. The run reported a max-capacitance violation count of 0. Number of cell instances after yosys synthesis landed at 365. Proportion of power drawn by flip-flops and latches landed at 0%.

The count of buffers added on input and output ports is 104. Placed wire-length estimate after detailed placement landed at 5493 um. Global routing usage on met1 landed at 32.01%. Area taken by flip-flops and latches landed at 0 um^2.

Die outline width landed at 83.02 um. For this run, the chip area from Yosys synthesis comes to 3282 um^2. The detailed router reported a total wirelength of 7080 um. Core box area landed at 6350 um^2. After synthesis, the largest area contributor takes up 24.40% of total cell area. Per-instance average area after synthesis landed at 8.992 um^2. Recorded from the global router log, the overflow total was 0. The critical path maximum fanout is 2. Per the final layout report, the fraction of cells sized above drive strength 1 comes to 30.18%.

Setup repair after global routing could not meet its margin everywhere. Across all setup checks in the final design, the least slack found is -5.143 ns. Once the floorplan was initialized, standard cells occupied 51.68% of the core.

Per the synthesis report, the dominant area consumer among library cells is sky130_fd_sc_hd__ha_1. Vias per cell landed at 4.764. Global routing put the most usage on met2.

Number of global-route vias before repair landed at 2,667. The worst setup path is launched from an input port. Per report_power, the combinational group accounts for 100.0% of the total.

Placed cell count landed at 557. Warnings reported by Yosys during synthesis add up to 4. Per the power-grid run, VDD falls by no more than 48.41 uV.
-- final cells by class --
class              count  area [um^2]  share of cell area [%]
repair buffers       173         1474                   31.25
multi-input cells    243         2880                   61.06
well taps             77        96.34                   2.042
inverters             71        266.5                   5.650
-- power groups by stage --
stage         clock network (W)  registers [W]  logic [W]
CTS                           0              0   0.000284
global route                  0              0   0.000328
finish                        0              0   0.000291
-- path summary, 6_finish.rpt --
check / from / endpoint / slack [ns] / cells after the start
hold / removal: rst_n / overflow / 5.54 / 4
setup / recovery: ALU_control[3] / result[0] / -5.14 / 45
-- per-layer routing --
metal / wire length (um) / share of wire [%]
met5: 0 / 0
met4: 0 / 0
met3: 259 / 3.7
met2: 3495 / 49
met1: 3325 / 47
-- cell families after synthesis --
family          synth area share, %
compound gates                6.062
xor+xnor                      18.15
fa+ha+maj                     43.31
buf+inv                       19.21
mux                           10.14
simple gates                  3.126
-- stage by stage --
stage	util, %	instance area (um^2)	total power, W	hold slack [ns]
after global routing	74.29	4717	0.0003276	5.593
after global placement	72.89	4628	0.0002778	5.696
after CTS	73.26	4652	0.0002840	5.524
after floorplan	-	3441	0.0001784	4.779
after detailed placement	72.89	4628	0.0002820	5.680
final	74.29	4717	0.0002908	5.540
-- Yosys cell counts --
cell type and instances:
sky130_fd_sc_hd__o22ai_1 31, sky130_fd_sc_hd__clkbuf_1 3, sky130_fd_sc_hd__xnor2_1 32, sky130_fd_sc_hd__inv_1 71, sky130_fd_sc_hd__buf_2 9, sky130_fd_sc_hd__mux2i_1 31, sky130_fd_sc_hd__nor4_1 7, sky130_fd_sc_hd__nand4_1 2
sky130_fd_sc_hd__nor3_2 1, sky130_fd_sc_hd__nand2_1 1, sky130_fd_sc_hd__nand2b_2 1, sky130_fd_sc_hd__buf_8 1, sky130_fd_sc_hd__buf_1 1, sky130_fd_sc_hd__mux4_2 1, sky130_fd_sc_hd__xor2_1 36, sky130_fd_sc_hd__nor2_1 2
sky130_fd_sc_hd__nand3b_1 1, sky130_fd_sc_hd__o21ai_0 1, sky130_fd_sc_hd__ha_1 64, sky130_fd_sc_hd__fa_1 31, sky130_fd_sc_hd__buf_4 34, sky130_fd_sc_hd__nor4b_1 1, sky130_fd_sc_hd__buf_6 3
-- timing repair --
| item | CTS | global route |
|---|---|---|
| pin swaps | 12 | 7 |
| setup endpoints to repair | 21 | 20 |
| resized | 70 | 14 |
| buffers inserted | 16 | 3 |
-- critical path, delay by kind of cell --
family                     cells  cell delay (ns)
adders and majority gates     31            10.33
buffers and inverters          8             0.84
muxes                          1             0.48
xor gates and xnor gates       3             0.35
AOI/OAI and AO/OA              1             0.07
and+or+nand+nor                1             0.06
-- cell usage in the layout, fill, tap and decap left out --
cell type	Yosys	layout
sky130_fd_sc_hd__buf_2	9	18
sky130_fd_sc_hd__buf_4	34	65
sky130_fd_sc_hd__buf_6	3	5
sky130_fd_sc_hd__clkbuf_2	0	1
sky130_fd_sc_hd__clkdlybuf4s15_1	0	1
sky130_fd_sc_hd__clkdlybuf4s50_1	0	78
sky130_fd_sc_hd__dlygate4sd2_1	0	5
sky130_fd_sc_hd__fa_2	0	31
sky130_fd_sc_hd__ha_1	64	64
sky130_fd_sc_hd__inv_1	71	66
sky130_fd_sc_hd__inv_2	0	5
sky130_fd_sc_hd__mux2i_1	31	31
sky130_fd_sc_hd__mux4_2	1	1
sky130_fd_sc_hd__nand2_1	1	1
sky130_fd_sc_hd__nand2b_2	1	1
sky130_fd_sc_hd__nand3b_1	1	1
sky130_fd_sc_hd__nand4_1	2	2
sky130_fd_sc_hd__nor2_1	2	2
sky130_fd_sc_hd__nor3_4	0	1
sky130_fd_sc_hd__nor4_1	7	6
sky130_fd_sc_hd__nor4_2	0	1
sky130_fd_sc_hd__nor4b_1	1	1
sky130_fd_sc_hd__o21ai_2	0	1
sky130_fd_sc_hd__o22ai_1	31	19
sky130_fd_sc_hd__o22ai_2	0	12
sky130_fd_sc_hd__xnor2_1	32	27
sky130_fd_sc_hd__xnor2_2	0	3
sky130_fd_sc_hd__xnor2_4	0	2
sky130_fd_sc_hd__xor2_1	36	36
Power and IR drop assume default switching activity.
