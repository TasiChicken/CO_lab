[./design.v]
module MUX_3to1(
    data0_i,
    data1_i,
    data2_i,
    select_i,
    data_o
    );
parameter size = 32;
input   [size-1:0] data0_i;          
input   [size-1:0] data1_i;
input   [size-1:0] data2_i;
input   [2-1:0]    select_i;
output reg [size-1:0] data_o; 
always @(*) begin
	data_o <= (select_i == 2'b00) ? data0_i : 
			    (select_i == 2'b01) ? data1_i : 
                data2_i;
end
endmodule      
[./run.sh]
#!/bin/bash
# OpenROAD 26Q1-2900-gdf79404cd8, Yosys 0.63+post, stock flow scripts
make -C /OpenROAD-flow-scripts/flow DESIGN_CONFIG=/design/flow/config.mk WORK_HOME=/design/flow/orfs finish
[./config.mk]
export PLATFORM = sky130hd
export DESIGN_NAME = MUX_3to1
export DESIGN_NICKNAME = MUX_3to1
export VERILOG_FILES = /design/flow/design.v
export SDC_FILE = /design/flow/constraint.sdc
export NUM_CORES = 4
export LEC_CHECK = 1
export CORE_AREA = 10 10 78 78
export DIE_AREA = 0 0 88 88
[./constraint.sdc]
current_design MUX_3to1

set clk_period 2.6
set clk_io_pct 0.2

create_clock -name clk0 -period $clk_period

set non_clock_inputs [all_inputs -no_clocks]
set_input_delay [expr $clk_period * $clk_io_pct] -clock clk0 $non_clock_inputs
set_output_delay [expr $clk_period * $clk_io_pct] -clock clk0 [all_outputs]
==> impl_metrics.csv <==
group,metric,value,unit
floorplan,fp-utilization,0.162,
worst_setup_path,crit_slowest_cell,"clkdlybuf4s50_1",
sta,timing.final.max_slew_violations,0,
sta,rsz0062_at_grt,"false",
routing,drt_iter0_markers,44,
worst_setup_path,cp_slowest_stage_delay,0.41,ns
sta,max_freq,453,MHz
worst_setup_path,worstPathRequired,2.08,ns
logic_synthesis,yosysWarnings,1,
routing,diodes,0,
pwr,powerDensity,159,nW/um^2
floorplan,die_area,7740,um^2
floorplan,core,4410,um^2
cells_and_area,layoutNonFillerInstCount,281,
floorplan,num_rows,24,
worst_setup_path,crit_path_cell_trace,"buf_2, buf_4, mux2i_1, o21ai_1, clkdlybuf4s50_1",
routing,avgViaCountPerCell,4.13,
logic_synthesis,top_cells_by_area,"mux2i_1 45%, o21ai_1 20%, nand2_1 17%",
worst_setup_path,critPathCaptureType,"primary output",
cells_and_area,num-fill-cells,436,
pwr,switchingPower,0.0802,mW
sta,hold_viol,0,
sta,timing.final.crit_period,2.21,ns
cells_and_area,syn_to_final_growth,182,%
worst_hold_path,worstHoldPathType,"input port to primary output",
logic_synthesis,synth.distinct_cells,8,
pwr,power.internal,0.240,mW
flow_run,drv_cap,0,
logic_synthesis,synthCells,107,
logic_synthesis,yosysSeqAreaShare,0,
worst_setup_path,critPathBufInv,3,
logic_synthesis,synth_top_area_share,0.448,
worst_setup_path,cp.arrival,1.69,ns
worst_setup_path,worstPathMaxFanout,16,
cells_and_area,flop_area,0,um^2
cells_and_area,drive_gt1_frac,0.0306,
pwr,clock_power_share,0,
floorplan,dieWidth,88,um
cells_and_area,clkbuf_count,0,
pwr,power,0.321,mW
pwr,power_frac_comb,1.000,
placement,finalWeightedCongestion,0.707,
floorplan,ios,130,
global_route,grt_overflow,0,
logic_synthesis,avgSynthCellArea,6.68,um^2
sta,fin_setup_tns,0,ns
cells_and_area,ff_count,0,
logic_synthesis,ys_cells,107,
sta,period_used_share,0.849,
sta,hold_ws,1.88,ns
clock_network,cts_resized,0,
routing,drc,0,
logic_synthesis,yosys_area,714,um^2
routing,wl_per_cell,15.1,um
pwr,sw_frac_of_total,0.250,
worst_setup_path,cpLargestDelayFamily,"buffers and inverters",
worst_setup_path,crit_type,"input port to primary output",
placement,hpwl,3.71,mm
routing,via_count,1161,
pwr,total_leakage_power,0.835,nW
pwr,pwr-share-seq,0,
pwr,ir_worst_vdd,0.0000748,V
routing,ant_nets,0,
global_route,grt_pass1_vias,1187,
global_route,grt_pass1_wl,6.27,mm
floorplan,die-height,88,um
global_route,grt_max_degree,65,
placement,dp.cells,281,
routing,routed_wl,4.24,mm
sta,setup_viol,0,
sta,slew_headroom,0.815,
routing,dr.pass1.iters,4,
clock_network,postCtsSetupBuffers,0,
status,status,"finished, final reports clean",
clock_network,postCtsHoldBufs,0,
sta,tightest_slew,0.278,ns
logic_synthesis,syn-cell-area,714,um^2
flow_run,tool_warnings,32,
placement,port_buffers,130,
worst_setup_path,start_kind,"input port",
global_route,grt_use_total,0.0994,
global_route,antenna_found_initial,0,
logic_synthesis,top_area_cell,"mux2i_1",
worst paths after layout:
path / from / endpoint / slack, ns / depth (start not counted)
max: select_i[0] / data_o[12] / 0.39 / 5
min: select_i[1] / data_o[27] / 1.88 / 5
metrics by stage:
| step | util | cell area (um^2) | setup WS, ns |
|---|---|---|---|
| after floorplan | - | 714 | 1.06 |
| after global placement | 0.456 | 2010 | 0.369 |
| after detailed placement | 0.456 | 2010 | 0.356 |
| after CTS | 0.456 | 2010 | 0.363 |
| after global routing | 0.456 | 2010 | 0.259 |
| final | 0.456 | 2010 | 0.393 |
layer usage:
metal  share of wire  wire length, um  track usage  vias to the layer above
li1                -                -            -                      620
met1            0.39             1640        0.118                      473
met2            0.49             2090        0.178                       66
met3            0.11              484       0.0309                        2
met4          0.0050               21      0.00580                        0
met5               0                0            0                        -
cell usage after synthesis:
| cell | number |
|---|---|
| nand2_1 | 32 |
| mux2i_1 | 32 |
| o21ai_0 | 2 |
| o21ai_2 | 2 |
| buf_2 | 7 |
| buf_6 | 1 |
| buf_12 | 3 |
| o21ai_1 | 28 |
power groups by stage:
stage / combinational [mW] / clock [mW] / sequential (mW)
final: 0.321 / 0 / 0
after CTS: 0.327 / 0 / 0
after global routing: 0.350 / 0 / 0
cell usage in the layout (no fill, tap or decap), drive strengths merged:
cell type      count
clkdlybuf4s50    128
nand2             32
buf                5
o21ai             32
mux2i             32
final cells by class:
type,instances,area [um^2],area share
tap,52,65.1,0.0323
timing repair buffer,133,1340,0.665
multi-input combinational,96,608,0.302
cell families after synthesis:
logic type,Yosys count,synth area share
and+or+nand+nor,32,0.168
AOI/OAI and AO/OA,32,0.235
muxes,32,0.448
buffers and inverters,11,0.149
No activity file was given, so power comes from the tool's default toggle rates.
